File: flow/config.mk
export PLATFORM = sky130hd
export DESIGN_NAME = traffic_signal
export DESIGN_NICKNAME = traffic_signal
export VERILOG_FILES = /design/flow/design.v
export SDC_FILE = /design/flow/constraint.sdc
export NUM_CORES = 4
export LEC_CHECK = 1
export CORE_AREA = 10 10 82 82
export DIE_AREA = 0 0 92 92
File: flow/constraint.sdc
current_design traffic_signal

set clk_period 1.8
set clk_io_pct 0.2

create_clock -name clk0 -period $clk_period [get_ports {clk}]

set non_clock_inputs [all_inputs -no_clocks]
set_input_delay [expr $clk_period * $clk_io_pct] -clock clk0 $non_clock_inputs
set_output_delay [expr $clk_period * $clk_io_pct] -clock clk0 [all_outputs]
File: flow/design.v
`timescale 1ns / 1ps
module traffic_signal(clk,reset,count,signal_M1,signal_M2,signal_M3,signal_M4,signal_L1,signal_L2,signal_L3,signal_L4,signal_pedestrian);
input clk,reset;
output [4:0]count;
output reg [2:0]signal_M1;    
output reg [2:0]signal_M2;    
output reg [2:0]signal_M3;    
output reg [2:0]signal_M4;    
output reg [2:0]signal_L1;    
output reg [2:0]signal_L2;    
output reg [2:0]signal_L3;    
output reg [2:0]signal_L4;    
output reg signal_pedestrian; 
parameter S1 = 3'd0,S2 =3'd1,S3 = 3'd2,S4 =3'd3,S5 =3'd4,S6 =3'd5,S7 =3'd6,S8=3'd7;
reg [4:0]count;
parameter t1=15,t2=10,t3=5;
reg [2:0]p_state;
always @(posedge clk or posedge reset)
begin
if(reset==1)
begin p_state <= S1; end
else
case(p_state)
S1 :if(count<t1)
     begin 
     p_state <= S1;
     count <=count+1;
     end
     else
     begin
      p_state <= S2;
     count <=0;
     end
S2 :if(count<t2)
     begin 
     p_state <= S2;
     count <=count+1;
     end
     else
     begin
      p_state <= S3;
     count <=0;
     end
S3 :if(count<t2)
     begin 
     p_state <= S3;
     count <=count+1;
     end
     else
     begin
      p_state <= S4;
     count <=0;
     end
S4 :if(count<t1)
     begin 
     p_state <= S4;
     count <=count+1;
     end
     else
     begin
      p_state <= S5;
     count <=0;
     end
S5 :if(count<t2)
     begin 
     p_state <= S5;
     count <=count+1;
     end
     else
     begin
      p_state <= S6;
     count <=0;
     end
S6 :if(count<t2)
     begin 
     p_state <= S6;
     count <=count+1;
     end
     else
     begin
      p_state <= S7;
     count <=0;
     end     
S7 :if(count<t3)
     begin 
     p_state <= S7;
     count <=count+1;
     end
     else
     begin
      p_state <= S1;
     count <=0;
     end
  default : begin p_state = S1;  count =0; end
 endcase
 end
 always @(p_state)
 begin
 case (p_state)
 S1: begin
     signal_M1= 3'b001;
     signal_M2= 3'b100;
     signal_M3= 3'b100;
     signal_M4= 3'b100;
     signal_L1= 3'b001;
     signal_L2= 3'b100;
     signal_L3= 3'b100;
     signal_L4= 3'b100;
     signal_pedestrian= 3'b100;
     end
 S2: begin
     signal_M1= 3'b010;
     signal_M2= 3'b001;
     signal_M3= 3'b100;
     signal_M4= 3'b100;
     signal_L1= 3'b100;
     signal_L2= 3'b100;
     signal_L3= 3'b100;
     signal_L4= 3'b100;
     signal_pedestrian= 3'b100;
     end
   S3: begin
     signal_M1= 3'b100;
     signal_M2= 3'b010;
     signal_M3= 3'b100;
     signal_M4= 3'b100;
     signal_L1= 3'b100;
     signal_L2= 3'b001;
     signal_L3= 3'b100;
     signal_L4= 3'b100;
     signal_pedestrian= 3'b100;
     end
  S4: begin
     signal_M1= 3'b100;
     signal_M2= 3'b100;
     signal_M3= 3'b001;
     signal_M4= 3'b100;
     signal_L1= 3'b100;
     signal_L2= 3'b100;
     signal_L3= 3'b100;
     signal_L4= 3'b001;
     signal_pedestrian= 3'b100;
     end
    S5: begin
     signal_M1= 3'b100;
     signal_M2= 3'b100;
     signal_M3= 3'b010;
     signal_M4= 3'b001;
     signal_L1= 3'b100;
     signal_L2= 3'b100;
     signal_L3= 3'b100;
     signal_L4= 3'b100;
     signal_pedestrian= 3'b100;
     end 
    S6: begin
     signal_M1= 3'b100;
     signal_M2= 3'b100;
     signal_M3= 3'b100;
     signal_M4= 3'b010;
     signal_L1= 3'b001;
     signal_L2= 3'b100;
     signal_L3= 3'b001;
     signal_L4= 3'b100;
     signal_pedestrian= 3'b100;
     end 
    S7: begin
     signal_M1= 3'b100;
     signal_M2= 3'b100;
     signal_M3= 3'b100;
     signal_M4= 3'b100;
     signal_L1= 3'b100;
     signal_L2= 3'b100;
     signal_L3= 3'b100;
     signal_L4= 3'b100;
     signal_pedestrian= 3'b001;
     end       
    default : begin
         signal_M1= 3'b000;
         signal_M2= 3'b000;
         signal_M3= 3'b000;
         signal_M4= 3'b000;
         signal_L1= 3'b000;
         signal_L2= 3'b000;
         signal_L3= 3'b000;
         signal_L4= 3'b000;
     signal_pedestrian= 3'b000; 
    end 
 endcase
 end
endmodule
File: flow/run.sh
#!/bin/bash
# OpenROAD 26Q1-2900-gdf79404cd8, Yosys 0.63+post, stock flow scripts
make -C /OpenROAD-flow-scripts/flow DESIGN_CONFIG=/design/flow/config.mk WORK_HOME=/design/flow/orfs finish
==> node_exporter_impl.prom <==
# HELP chip_impl_metric Synthesis and place-and-route metrics
# TYPE chip_impl_metric gauge
chip_impl_info{name="outcome",value="finished, violations left"} 1
chip_impl_info{name="violations",value="setup timing"} 1
chip_impl_metric{name="delay_contributed_by_the_slowest_stage_of_the_critical_path",unit="ns"} 0.39
chip_impl_metric{name="finalMaxSlewViolations",unit=""} 0
chip_impl_metric{name="clk_pin_slew_worst_paths",unit="ns"} 0.05
chip_impl_metric{name="globalRouteTotalUtil",unit="%"} 4.61
chip_impl_info{name="critical_path.endpoint_type",value="output port"} 1
chip_impl_metric{name="synth.ff_latch_count",unit=""} 12
chip_impl_metric{name="first_pass_grt_wire_length",unit="mm"} 3.23
chip_impl_metric{name="cellInternalPower",unit="uW"} 494
chip_impl_metric{name="async_flop_share",unit="%"} 58.3
chip_impl_metric{name="p_total",unit="uW"} 605
chip_impl_metric{name="power.switching",unit="uW"} 110
chip_impl_metric{name="ys_warn_count",unit=""} 1
chip_impl_metric{name="vias_in_the_first_global_route",unit=""} 654
chip_impl_metric{name="place.port_buffers",unit=""} 27
chip_impl_metric{name="power.share.sequential",unit="%"} 48.9
chip_impl_metric{name="finalCriticalPeriod",unit="ns"} 1.86
chip_impl_info{name="cts_root_buffer",value="clkbuf_8"} 1
chip_impl_metric{name="timing.fmax",unit="MHz"} 537
chip_impl_info{name="setup_repair_after_global_routing_missed_its_margin",value="true"} 1
chip_impl_metric{name="drt.antenna.violating_nets",unit=""} 0
chip_impl_info{name="yosys-top-cells-count",value="clkbuf_1 (11), dfrtp_1 (6), edfxtp_1 (5), nand2_1 (5), or3_1 (5)"} 1
chip_impl_metric{name="yosysTopAreaCellShare",unit="%"} 20.5
chip_impl_metric{name="finalSetupTns",unit="ns"} -0.0631
chip_impl_info{name="top_area_cells_in_the_synthesized_netlist",value="dfrtp_1 (21%), edfxtp_1 (21%), clkbuf_1 (5.7%)"} 1
chip_impl_metric{name="grt_antenna_before_repair",unit=""} 0
chip_impl_metric{name="synthesis.instances",unit=""} 75
chip_impl_metric{name="insertedDiodeCount",unit=""} 0
chip_impl_metric{name="maxCapViolCount",unit=""} 0
chip_impl_metric{name="remaining_drc_errors",unit=""} 0
chip_impl_metric{name="drt-wirelength-per-cell",unit="um"} 11.1
chip_impl_info{name="synthMostInstantiatedCell",value="clkbuf_1"} 1
chip_impl_info{name="timing_worst_setup_path_type",value="register to output port"} 1
chip_impl_info{name="tritoncts",value="done"} 1
chip_impl_metric{name="total_wire_length_after_detailed_routing",unit="mm"} 1.95
chip_impl_metric{name="yosys-stat-area",unit="um^2"} 731
chip_impl_metric{name="drt_iter0_drc",unit=""} 24
chip_impl_metric{name="syn-cell-area",unit="um^2"} 731
chip_impl_info{name="slowest_stage",value="or3_4"} 1
chip_impl_metric{name="ios",unit=""} 32
chip_impl_info{name="cp-endpoint",value="signal_L4[2]"} 1
chip_impl_metric{name="numCtsBuffers",unit=""} 3
chip_impl_info{name="library_cell_occupying_the_most_area_in_the_post_synthesis_netlist",value="dfrtp_1"} 1
chip_impl_metric{name="peakVddDrop",unit="uV"} 309
chip_impl_info{name="ys_dominant_reg_cell",value="dfrtp_1"} 1
chip_impl_metric{name="power_frac_clock",unit="%"} 47.3
chip_impl_metric{name="grt_max_degree",unit=""} 10
chip_impl_metric{name="cts_buffer_depth",unit=""} 2
chip_impl_metric{name="yosysSeqAreaShare",unit="%"} 44.7
chip_impl_metric{name="reg2regPathDepth",unit=""} 5
chip_impl_metric{name="finalSetupViolations",unit=""} 1
chip_impl_metric{name="drt_pre_antenna_iters",unit=""} 4
chip_impl_metric{name="reg2reg_setup_slack",unit="ns"} 0.24
chip_impl_info{name="rr_endpoint",value="count[1]"} 1
chip_impl_metric{name="placementRows",unit=""} 26
chip_impl_metric{name="floorplan.die.height",unit="um"} 92
chip_impl_metric{name="htree_levels",unit=""} 1
chip_impl_metric{name="synth.yosys.num_cells",unit=""} 75
chip_impl_metric{name="combPwrFrac",unit="%"} 3.9
chip_impl_metric{name="core",unit="um^2"} 5070
chip_impl_info{name="worstHoldPathType",value="input pin to async pin"} 1
chip_impl_metric{name="via_per_inst",unit=""} 3.59
chip_impl_metric{name="grt.overflow.total",unit=""} 0
chip_impl_metric{name="crit_fanout",unit=""} 3
chip_impl_metric{name="post_synth_num_cell_types",unit=""} 31
chip_impl_metric{name="fraction_of_final_layout_cells_sized_beyond_drive_strength_1",unit="%"} 34.3
chip_impl_metric{name="number_of_enable_flip_flop_cells",unit=""} 5
chip_impl_metric{name="finalWorstSetupSlack",unit="ns"} -0.0631
chip_impl_metric{name="hold_viol_final",unit=""} 0
chip_impl_metric{name="synthesis.area_per_instance",unit="um^2"} 9.74
chip_impl_metric{name="warnings",unit=""} 27
chip_impl_metric{name="path_depth",unit=""} 3
chip_impl_metric{name="fp-utilization",unit="%"} 14.4
chip_impl_metric{name="worstSkewPairLatency",unit="ns"} 0.24
chip_impl_info{name="critPathLaunch",value="p_state[1]"} 1
chip_impl_metric{name="critical_path_arrival",unit="ns"} 1.50
chip_impl_info{name="path_delay_family",value="simple AND/OR/NAND/NOR gates"} 1
chip_impl_metric{name="detailed_place_hpwl",unit="mm"} 1.53
chip_impl_metric{name="cts.sinks",unit=""} 12
chip_impl_metric{name="syn2layout_area_growth",unit="%"} 59.8
chip_impl_info{name="worstSetupStartpointType",value="register"} 1
chip_impl_metric{name="num-fill-cells",unit=""} 564
chip_impl_metric{name="path_buffers",unit=""} 1
chip_impl_metric{name="power_density",unit="nW/um^2"} 518
chip_impl_metric{name="gp_congestion",unit=""} 0.777
chip_impl_metric{name="p_sw_share",unit="%"} 18.3
chip_impl_metric{name="fin_worst_skew",unit="ns"} 0.00283
chip_impl_metric{name="chip_area",unit="um^2"} 8460
chip_impl_metric{name="die_w",unit="um"} 92
chip_impl_info{name="cp_cell_sequence",value="or3_4 > or4_1 > buf_2"} 1
chip_impl_metric{name="number_of_vias_in_the_routed_layout",unit=""} 629
chip_impl_metric{name="crit_required",unit="ns"} 1.44
chip_impl_metric{name="period_used_share",unit="%"} 104
chip_impl_metric{name="total_leakage_power",unit="uW"} 0.000563
-- layout make-up --
class / instances / area, um^2 / share of cell area [%]
Clock buffer: 4 / 55.1 / 4.72
Multi-Input combinational cell: 48 / 349 / 29.9
Timing Repair Buffer: 40 / 345 / 29.6
Sequential cell: 12 / 327 / 28.0
Tap cell: 70 / 87.6 / 7.50
Inverter: 1 / 3.75 / 0.322
-- metrics by stage --
| stage | setup WS, ns | std cells | hold WS [ns] | utilization [%] | instance area, um^2 |
|---|---|---|---|---|---|
| 3_3_place_gp | -0.113 | 165 | 0.596 | 21.0 | 1060 |
| 3_5_place_dp | -0.123 | 165 | 0.600 | 21.0 | 1060 |
| 6_report | -0.0631 | 175 | 0.574 | 23.0 | 1170 |
| 4_1_cts | -0.0779 | 174 | 0.596 | 22.8 | 1160 |
| 2_1_floorplan | 0.312 | 78 | 0.220 | - | 742 |
| 5_1_grt | -0.144 | 175 | 0.622 | 23.0 | 1170 |
-- cell usage in the layout (no fill, tap or decap), types with 2 or more instances in the layout --
master	Yosys	final
or3_1	5	3
or2_4	0	2
o21ai_0	3	3
a22o_1	3	3
buf_2	1	5
xor2_1	2	2
mux2_2	2	2
buf_6	1	2
dfrtp_1	6	6
a21oi_1	4	4
nor2_2	1	2
buf_4	4	11
or3_4	0	2
nand3_1	3	3
nand2_1	5	5
conb_1	1	4
clkbuf_8	0	4
clkdlybuf4s50_1	0	17
edfxtp_1	5	5
nor2_1	3	2
dlygate4sd2_1	0	2
-- layer usage --
layer | wire, um | share of wire (%) | GRT usage, %
met1 | 902 | 46 | 6.28
met2 | 782 | 40 | 6.35
met3 | 254 | 13 | 2.88
met4 | 6 | 0.31 | 0.257
met5 | 0 | 0 | 0
-- worst register-to-register path, cell delays in order, from the launching register on --
cell	delay [ns]
dfrtp_1	0.38
buf_6	0.12
buf_4	0.14
nor4_1	0.35
o32a_4	0.24
a21boi_1	0.07
-- how the worst min path moves through the flow --
stage / cells after the start / startpoint / slack [ns] / end
4_1_cts: 3 / reset / 0.60 / async pin
5_1_grt: 3 / reset / 0.62 / async pin
6_report: 3 / reset / 0.57 / p_state[1]
-- power by group through the flow --
stage | Combinational [uW] | Clock [uW] | Sequential, uW
4_1_cts | 24.8 | 292 | 296
5_1_grt | 27.1 | 304 | 296
6_report | 23.3 | 286 | 296
-- cells by family (layout without fill, tap and decap cells) --
group | after synthesis | in the layout | synth area share (%)
and+or+nand+nor | 23 | 23 | 16.6
buffers and inverters | 18 | 45 | 12.5
AOI/OAI and AO/OA | 15 | 15 | 17.3
DFF | 12 | 12 | 44.7
xor gates and xnor gates | 3 | 3 | 3.60
muxes | 2 | 2 | 3.08
adders and majority gates | 1 | 1 | 1.71
other | 1 | 4 | 0.513
-- repair_timing --
action | in CTS | in global routing
resized | 27 | 4
hold buffers | 0 | 0
endpoints found under the setup margin | 9 | 8
buffers inserted | 5 | 1
pin swaps | 6 | 5
gates cloned | 0 | 0
endpoints found under the hold margin | 0 | 0
Power is estimated from default activity; no workload was simulated.
